===== design/flow/config.mk =====
export PLATFORM = sky130hd
export DESIGN_NAME = tbird_fsm
export DESIGN_NICKNAME = tbird_fsm
export VERILOG_FILES = /design/flow/design.v
export SDC_FILE = /design/flow/constraint.sdc
export NUM_CORES = 4
export LEC_CHECK = 1
export CORE_AREA = 10 10 70 70
export DIE_AREA = 0 0 80 80

===== design/flow/constraint.sdc =====
current_design tbird_fsm

set clk_period 1.3
set clk_io_pct 0.2

create_clock -name clk0 -period $clk_period [get_ports {clk}]

set non_clock_inputs [all_inputs -no_clocks]
set_input_delay [expr $clk_period * $clk_io_pct] -clock clk0 $non_clock_inputs
set_output_delay [expr $clk_period * $clk_io_pct] -clock clk0 [all_outputs]

===== design/flow/design.v =====
typedef enum logic [2:0] {
    IDLE = 3'b000,
    L1   = 3'b001,
    L2   = 3'b011,
    L3   = 3'b010,
    R1   = 3'b101,
    R2   = 3'b111,
    R3   = 3'b110,
    LR3  = 3'b100
} t_tbird_lights_state;
module tbird_fsm (
    input  logic       clk,
    input  logic       rst_b,
    input  logic       left,
    input  logic       right,
    input  logic       haz,
    output logic [2:0] l_lights,
    output logic [2:0] r_lights
);
    t_tbird_lights_state state;
    always_ff @(posedge clk or negedge rst_b) begin
        if (~rst_b)
            state <= IDLE;
        else
        case (state)
            IDLE: begin
                if ( (left & right) | haz)
                    state <= LR3;
                else if (left)
                    state <= L1;
                else if (right)
                    state <= R1;
                else
                    state <= IDLE;
            end
            L1:  state <= haz ? LR3 : L2;
            L2:  state <= haz ? LR3 : L3;
            L3:  state <= IDLE;
            R1:  state <= haz ? LR3 : R2;
            R2:  state <= haz ? LR3 : R3;
            R3:  state <= IDLE;
            LR3: state <= IDLE;
        endcase
    end
    always_comb begin
        case (state)
            IDLE: begin
                l_lights = 3'b000;
                r_lights = 3'b000;
            end
            L1: begin
                l_lights = 3'b001;
                r_lights = 3'b000;
            end
            L2: begin
                l_lights = 3'b011;
                r_lights = 3'b000;
            end
            L3: begin
                l_lights = 3'b111;
                r_lights = 3'b000;
            end
            R1: begin
                l_lights = 3'b000;
                r_lights = 3'b001;
            end
            R2: begin
                l_lights = 3'b000;
                r_lights = 3'b011;
            end
            R3: begin
                l_lights = 3'b000;
                r_lights = 3'b111;
            end
            LR3: begin
                l_lights = 3'b111;
                r_lights = 3'b111;
            end
        endcase
    end
endmodule

===== design/flow/run.sh =====
#!/bin/bash
# OpenROAD 26Q1-2900-gdf79404cd8, Yosys 0.63+post, stock flow scripts
make -C /OpenROAD-flow-scripts/flow DESIGN_CONFIG=/design/flow/config.mk WORK_HOME=/design/flow/orfs finish

==> results.txt <==
From the run reports.

- The clock input transition at the sequential cells of the worst setup and hold paths reads 0.04 ns.
- The CTS tree reads yes.
- The startpoint class of the critical path is a flip-flop.
- In the post-synthesis netlist, the biggest area contributors are dfrtp_1 34%, buf_6 10%, nor2_1 8.5%.
- The synthesized netlist handed to floorplanning was reported with a cell count of 24.
- The run finished, with violations left.
- Per the skew report, the later register of the worst-skew pair sees a clock latency of 0.23 ns.
- For reference, the top cells by count after synthesis are 5 x nor2_1, 3 x dfrtp_1, 2 x buf_6, 2 x nor2b_1, 2 x xnor2_1.
- The cell area power density reads approximately 1900 mW/mm².
- The summed standard-cell area reported by yosys reads 220 µm².
- The floorplan utilization reads 0.0645.
- In this run the number of H-tree levels came out at 1.
- The final timing report derives a shortest allowable period of 1.43 ns.
- The pin count of the biggest net entering global routing is 8.
- STA lists the startpoint of the worst register-to-register path as state[1]$_DFF_PN0_.
- The largest register by flop count reads state.
- The number of distinct library cells after synthesis is 15.
- After clock tree synthesis, the flow added hold-fix buffers numbering 0.
- The worst-case headroom to the max-slew limit is 0.889.
- The worst path setup slack after routing is -0.129 ns.
- The worst reg-to-reg setup slack reads around 0.16 ns.
- The I/O pin total reads 11.
- The maximum clock frequency is 0.700 GHz.
- Post-synth the commonest register cell is dfrtp_1.
- The count of endpoints failing setup in the final report reads 3.
- The sum of internal, switching and leakage power reads 882 µW.
- The class of the most critical hold timing path reads primary input to async pin.
- The required time of the critical path reads 1.04 ns.
- The area of the die is 0.00640 mm².
- The internal power summed over all cells reads 615 µW.
- By instance count, the leading cell after synthesis is nor2_1.
- The via count of the first global-routing pass reads 225.
- The worst supply voltage drop on vdd is 344 µV.
- A synthesized cell averages roughly 9 µm².
- Measured along the y axis, the die boundary spans ~80 µm.
- The overall die width is 80 µm.
- The post-layout instance area reads ~460 µm².
- The routed length per instance reads around 7.9 µm.
- The minimum hold slack is 0.219 ns.
- The number of sinks handled by clock tree synthesis reads 3.
- The count of tool warnings is 27.
- The summed instance area of the synthesized netlist is 220 µm².
- The first-pass GRT wire length is between 900 and 1000 µm.
- The flip-flop count of the largest register after layout reads 3.
- The max-slew violation count is 0.
- Per the log, the first TritonRoute iteration ended with a DRC count of 7.
- The number of diodes added for antenna fixing reads 0.
- Setup repair after global routing could not meet its margin everywhere.
- Dividing the final minimum period by the clock period gives 1.10.
- OpenSTA, run right after detailed placement, puts the worst setup slack at -0.234 ns.
- The cell area after placement is roughly 370 µm².
- The total global routing track utilization is 0.0202.
- The maximum net fanout on the critical path reads 3.
- The worst setup path is captured at a primary output.
- The region available for standard cell placement spans between 0.003 and 0.004 mm².
- The net switching power of the design reads around 270 µW.
- The path type of the worst setup path reads flip-flop to primary output.
- The layout cell share with drive strength beyond 1 is 0.489.
- The leakage power summed over all cells is 0.205 nW.
- The average vias per placed instance is between 2 and 3.
- The power report attributes to the clock group a share of 0.182.
- The final weighted congestion in routability-driven placement reads 0.639.
- The clock passes through at most 2 buffers.
- The power report attributes to the combinational group a share of 0.658.
- The number of nets still failing antenna checks after routing reads 0.
- Of the synthesized area, sequential elements account for 0.341.
- The run reported a max-capacitance violation count of 0.
- The portion of synthesized cell area occupied by the leading cell type reads 0.341.
- The async set-reset flop share out of synthesis is 1.00.
- The post-synthesis sequential element count reads 3.
- The cell row count reads 21.
- The layout-stage area growth over the synthesis result reads 111%.
- The cell accounting for the most synthesized area reads dfrtp_1.
- The detailed router reported a total wirelength of 721 µm.
- The worst clock skew reads 0.00168 ns.
- The final tally of hold violations reads 0.
- Per STA, the startpoint of the critical path is state[0]$_DFF_PN0_.
- The buffer type at the clock tree root reads clkbuf_4.
- The total cells reported by yosys after synthesis is 24.
- The sequential share of power is 0.160.
- Switching power as a fraction of the total was reported as 0.302.
- The count of yosys warnings during synthesis reads 1.
- The largest registers in the layout are state (3).
- The final reports fail on negative setup slack.
- The port buffer count is 10.
- The number of CTS-inserted buffers reads 3.
- The residual overflow from global routing is 0.
- The number of DRC violations after detailed routing is 0.
- Counting flops with a built-in enable in the synthesized netlist gives 0.
- At the pin with the least slew margin, the transition time is about 0.16 ns.
- The number of antenna violations at the first check in global routing was 0.
- The vias after detailed routing reads about 230.
- The arrival time reported for the critical path endpoint reads 1.17 ns.
- The pre-antenna-repair detailed-routing pass consisted of 3 iterations.
-- cells in the final DEF (no fill, tap or decap), types with 2 or more instances in the layout --
master	n
buf_6	6
dfrtp_1	3
nor2b_1	2
clkbuf_4	3
buf_4	4
buf_2	4
nor2_1	4
clkdlybuf4s50_1	4
-- repair_timing --
| action | CTS | global route |
|---|---|---|
| pin swaps | 2 | 2 |
| buffers inserted | 5 | 2 |
| resized | 24 | 2 |
| gates cloned | 0 | 0 |
| endpoints found under the setup margin | 6 | 4 |
-- power groups by stage --
stage	logic (mW)	registers [mW]	clock network, mW
finish	0.580	0.141	0.160
global route	0.645	0.144	0.170
CTS	0.552	0.142	0.171
-- worst paths after layout --
kind                                            to  cells after the start
worst max-delay path                   l_lights[0]                      5
worst min-delay path            state[2]$_DFF_PN0_                      1
worst max register to register  state[0]$_DFF_PN0_                      5
worst min register to register  state[2]$_DFF_PN0_                      4
max in group asynchronous       state[1]$_DFF_PN0_                      1
min in group clk0               state[2]$_DFF_PN0_                      3
-- area by class of cell --
class,instances,area [µm²]
clock buffers,4,26.3
repair buffers,20,171
multi-input cells,17,130
flip-flops and latches,3,75.1
fillers,391,2950
inverters,1,3.75
well taps,46,57.6
-- critical path: stages (launching register included) --
cell	delay, ns
dfrtp_1	0.37
buf_6	0.12
buf_6	0.11
nor2_4	0.09
xnor2_1	0.12
buf_2	0.12
-- per-stage QoR --
stage / utilization / setup TNS, ns / std cells
2_1_floorplan: - / 0 / 24
5_1_grt: 0.136 / -0.564 / 91
3_3_place_gp: 0.108 / -0.712 / 80
6_report: 0.136 / -0.345 / 91
3_5_place_dp: 0.108 / -0.742 / 80
4_1_cts: 0.132 / -0.361 / 89
-- metal layers --
metal | vias up | wire (µm) | global-route usage
li1 | 119 | - | -
met1 | 100 | 336 | 0.0247
met2 | 11 | 242 | 0.0201
met3 | 0 | 143 | 0.0250
met4 | 0 | 0 | 0.00528
met5 | - | 0 | 0
-- kinds of logic (layout without fill, tap and decap cells) --
group,after synthesis,in the layout,share of synthesized area
xor gates and xnor gates,3,3,0.119
and+or+nand+nor,10,10,0.233
buffers and inverters,4,25,0.153
AOI/OAI and AO/OA,4,4,0.153
DFF,3,3,0.341
Power is estimated from default activity; no workload was simulated.
